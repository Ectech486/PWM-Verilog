**design.v**
```verilog
`timescale 1ns / 1ps
module PWM_Generator_Verilog (
    input clk,               
    input increase_duty,     
    input decrease_duty,     
    output PWM_OUT           
);
    reg [27:0] counter_debounce = 0;  
    wire slow_clk_enable;             
    wire tmp1, tmp2, duty_inc;
    wire tmp3, tmp4, duty_dec;
    reg [3:0] counter_PWM = 0;        
    reg [3:0] DUTY_CYCLE = 5;         
    always @(posedge clk) begin
        counter_debounce <= counter_debounce + 1;
        if (counter_debounce >= 1)
            counter_debounce <= 0;
    end
    assign slow_clk_enable = (counter_debounce == 1);
    DFF_PWM PWM_DFF1(clk, slow_clk_enable, increase_duty, tmp1);
    DFF_PWM PWM_DFF2(clk, slow_clk_enable, tmp1, tmp2);
    assign duty_inc = tmp1 & ~tmp2 & slow_clk_enable;
    DFF_PWM PWM_DFF3(clk, slow_clk_enable, decrease_duty, tmp3);
    DFF_PWM PWM_DFF4(clk, slow_clk_enable, tmp3, tmp4);
    assign duty_dec = tmp3 & ~tmp4 & slow_clk_enable;
    always @(posedge clk) begin
        if (duty_inc && DUTY_CYCLE <= 9)
            DUTY_CYCLE <= DUTY_CYCLE + 1;  
        else if (duty_dec && DUTY_CYCLE >= 1)
            DUTY_CYCLE <= DUTY_CYCLE - 1;  
    end
    always @(posedge clk) begin
        counter_PWM <= counter_PWM + 1;
        if (counter_PWM >= 9)
            counter_PWM <= 0;
    end
    assign PWM_OUT = (counter_PWM < DUTY_CYCLE) ? 1 : 0;
endmodule
module DFF_PWM(
    input clk,       
    input en,        
    input D,         
    output reg Q     
);
    always @(posedge clk) begin
        if (en)
            Q <= D;
    end
endmodule
```
**run.sh**
```bash
#!/bin/bash
# OpenROAD 26Q1-2900-gdf79404cd8, Yosys 0.63+post, stock flow scripts
make -C /OpenROAD-flow-scripts/flow DESIGN_CONFIG=/design/flow/config.mk WORK_HOME=/design/flow/orfs finish
```
**config.mk**
```make
export PLATFORM = sky130hd
export DESIGN_NAME = PWM_Generator_Verilog
export DESIGN_NICKNAME = PWM_Generator_Verilog
export VERILOG_FILES = /design/flow/design.v
export SDC_FILE = /design/flow/constraint.sdc
export NUM_CORES = 4
export LEC_CHECK = 1
export CORE_AREA = 10 10 104 104
export DIE_AREA = 0 0 114 114
```
**constraint.sdc**
```tcl
current_design PWM_Generator_Verilog

set clk_period 2.9
set clk_io_pct 0.2

create_clock -name clk0 -period $clk_period [get_ports {clk}]

set non_clock_inputs [all_inputs -no_clocks]
set_input_delay [expr $clk_period * $clk_io_pct] -clock clk0 $non_clock_inputs
set_output_delay [expr $clk_period * $clk_io_pct] -clock clk0 [all_outputs]
```
==> flow_summary.yaml <==
# flow metrics
run_status:
  outcome: "complete, no violations"
finish:
  final_cell_mix: "dfxtp_1 (32), conb_1 (25), ha_1 (12)"
  area_growth_pct: 24.1
  lay_top_count: "dfxtp_1"
  fin_cells: 261
  nFillCells: 936
  drive_above_1_share_pct: 11.1
  fin_area_um2: 1870
  finish.utilization_pct: 21.5
clocking:
  cts_buffers: 5
  insertion_delay_ns: 0.28
  htreeDepth: 2
  cts_root_buf: "clkbuf_8"
  cts.sinks: 40
  cts_tree: "built"
  postCtsHoldBufs: 0
  cts_resized: 0
  cts_setup_buffers: 0
  clk_pin_slew_worst_paths_ns: 0.07
  cts_buffer_depth: 2
placed_design:
  dp_hpwl_mm: 1.42
  place_congestion: 0.716
  dp_cells: 253
  postPlaceCellArea_um2: 1760
  portBuffers: 3
grt:
  grt_usage_pct: 3.16
  busiest_layer: "met2"
  grt.overflow.total: 0
  met3_usage_pct: 1.54
  antenna_found_initial: 0
  grt.met2_usage_pct: 4.52
  grt_pass1_vias: 808
  grt_pass1_wl_mm: 3.48
  grt_max_degree: 13
  use_met1_pct: 4.20
synth:
  ys_area_um2: 1500
  yosysSeqAreaShare_pct: 58.6
  synth_cells: 118
  synth_cell_types: 33
  syn_area_per_cell_um2: 12.7
  synth_flops: 40
  synth_area_um2: 1500
  ys_cells: 118
  synth_warnings: 2
timing:
  final.setup.tns_ns: 0
  fin_skew_ns: 0.00436
  tightestPinTransition_ns: 0.605
  slew_violations: 0
  setup_violations: 0
  hold_viol: 0
  max_freq_mhz: 384
  finalClockPeriodUsage_pct: 89.8
  rsz0062_at_grt: "false"
  min_period_ns: 2.60
  slew_headroom_pct: 59.4
die:
  num_io_pins: 4
  die_area_um2: 13000
  std_cell_rows: 34
  core_area_um2: 8680
  fp_util_pct: 17.3
  die_y_um: 114
  die_w_um: 114
worst_hold_path:
  min_path_type: "reg2reg"
power_and_ir_drop:
  power.leakage_nw: 0.709
  power_density_nw_per_um2: 555
  finalPower_w: 0.00103
  vdd_drop_max_v: 0.000215
critical_path:
  startpoint_type: "flip-flop"
  path_class: "reg2out"
  end_kind: "output port"
  worstPathRequired_ns: 2.32
  path_max_fanout: 4
  cp.arrival_ns: 2.02
drt:
  wl_per_cell_um: 7.33
  drtPass1Iterations: 3
  vias_per_cell: 3.30
  drc_errors: 0
  vias: 861
  n_antenna_cell: 0
  first_iter_violations: 37
  final_antenna_net_count: 0
  drt-total-wl_mm: 1.91
run:
  maxCapViolCount: 0
  warning_count: 31
[registers in the layout, summed over array words and instances, names as in the netlist]
register          cells
counter_debounce     28
DUTY_CYCLE            4
counter_PWM           4
PWM_DFF1.Q            1
PWM_DFF2.Q            1
PWM_DFF3.Q            1
PWM_DFF4.Q            1
[path summary, 6_finish.rpt]
path / startpoint / to / slack (ns) / cells past startpoint
worst max-delay path: DUTY_CYCLE[1] / PWM_OUT / 0.30 / 6
worst min register to register: PWM_DFF1.Q / PWM_DFF2.Q / 0.46 / 0
worst min-delay path: PWM_DFF1.Q / PWM_DFF2.Q / 0.46 / 0
worst max register to register: DUTY_CYCLE[0] / DUTY_CYCLE[2] / 0.69 / 5
[area by class of cell]
type	instances	area, um2	area share (%)
well taps	108	135	7.24
clock buffers	6	72.6	3.89
multi-input cells	91	671	35.9
clock inverters	2	35.0	1.88
flip-flops and latches	40	881	47.2
repair buffers	3	30.0	1.61
inverters	11	41.3	2.21
[through the flow]
step                      worst slack [ns]  hold WS, ns
after floorplan                      0.945        0.426
after global placement               0.620        0.447
after detailed placement             0.596        0.447
after CTS                            0.265        0.464
after global routing                 0.173        0.481
final                                0.295        0.456
[per-layer routing]
layer | vias up | routed length (um)
li1 | 457 | -
met4 | 0 | 46
met3 | 6 | 115
met1 | 387 | 971
met5 | - | 0
met2 | 11 | 779
[power by group]
part / internal (W) / switching, W / total [W]
sequential: 0.000584 / 0.0000112 / 0.000595
combinational: 0.00000613 / 0.00000566 / 0.0000118
clock: 0.000255 / 0.000173 / 0.000428
total: 0.000845 / 0.000190 / 0.00103
[cells by family (layout without fill, tap and decap cells)]
kind of cell	Yosys count	after routing	share of synthesized area (%)
flip-flops	40	40	58.6
XOR/XNOR	2	2	1.17
buffers and inverters	11	22	2.75
other	1	25	0.250
adder cells (fa/ha/maj)	12	12	9.99
AND-OR/OR-AND	16	16	7.74
AND/OR/NAND/NOR	36	36	19.5
[cells in the mapped netlist]
cell type	count	area share, %
nor2b_1	1	0.42
o311ai_0	1	0.58
nand2b_1	4	1.7
inv_1	11	2.7
a211o_1	2	1.2
or4b_2	1	0.67
o32a_1	1	0.67
xnor2_1	2	1.2
edfxtp_1	8	16
a31oi_1	1	0.42
a2111oi_0	1	0.58
and2_1	2	0.83
or2_2	1	0.42
nand4_1	1	0.42
nor4_4	4	5.7
nor3_1	1	0.33
nor4_2	2	1.7
o21ai_0	2	0.67
ha_1	12	10
nand2_1	4	1.0
nor2_1	8	2.0
nand3b_1	2	1.0
a21o_1	2	1.0
a21oi_1	2	0.67
nor4_1	2	0.83
a211oi_1	1	0.50
conb_1	1	0.25
o31ai_1	2	1.0
dfxtp_1	32	43
o21bai_1	1	0.50
nand4_4	1	1.4
nand3_1	1	0.33
nand4_2	1	0.83
[worst max-delay path: stages (launching register included)]
cell	delay, ns
edfxtp_1	0.43
inv_1	0.14
ha_1	0.24
a21o_1	0.15
a21o_1	0.17
a21oi_1	0.13
clkdlybuf4s50_1	0.47
